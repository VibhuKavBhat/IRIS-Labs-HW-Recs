==> design/flow/design.v <==
`timescale 1ns/1ps
module async_fifo #(
    parameter DATA_WIDTH = 8,
    parameter ADDR_WIDTH = 6  
)(
    input                    wclk,
    input                    wrst_n,
    input                    w_en,
    input  [DATA_WIDTH-1:0]  wdata,
    output                   full,
    input                    rclk,
    input                    rrst_n,
    input                    r_en,
    output [DATA_WIDTH-1:0]  rdata,
    output                   empty
);
    reg [DATA_WIDTH-1:0] mem [0:(1<<ADDR_WIDTH)-1];
    reg [ADDR_WIDTH:0] wptr_bin, rptr_bin;
    wire [ADDR_WIDTH:0] wptr_gray, rptr_gray;
    reg [ADDR_WIDTH:0] wptr_gray_sync1, wptr_gray_sync2;
    reg [ADDR_WIDTH:0] rptr_gray_sync1, rptr_gray_sync2;
    always @(posedge wclk or negedge wrst_n) begin
        if (!wrst_n) begin
            wptr_bin <= 0;
        end else if (w_en && !full) begin
            mem[wptr_bin[ADDR_WIDTH-1:0]] <= wdata;
            wptr_bin <= wptr_bin + 1;
        end
    end
    assign wptr_gray = (wptr_bin >> 1) ^ wptr_bin;
    always @(posedge rclk or negedge rrst_n) begin
        if (!rrst_n) begin
            rptr_bin <= 0;
        end else if (r_en && !empty) begin
            rptr_bin <= rptr_bin + 1;
        end
    end
    assign rdata = mem[rptr_bin[ADDR_WIDTH-1:0]];
    assign rptr_gray = (rptr_bin >> 1) ^ rptr_bin;
    always @(posedge rclk or negedge rrst_n) begin
        if (!rrst_n) {wptr_gray_sync2, wptr_gray_sync1} <= 0;
        else         {wptr_gray_sync2, wptr_gray_sync1} <= {wptr_gray_sync1, wptr_gray};
    end
    always @(posedge wclk or negedge wrst_n) begin
        if (!wrst_n) {rptr_gray_sync2, rptr_gray_sync1} <= 0;
        else         {rptr_gray_sync2, rptr_gray_sync1} <= {rptr_gray_sync1, rptr_gray};
    end
    assign empty = (rptr_gray == wptr_gray_sync2);
    assign full  = (wptr_gray == {~rptr_gray_sync2[ADDR_WIDTH:ADDR_WIDTH-1], rptr_gray_sync2[ADDR_WIDTH-2:0]});
endmodule
`timescale 1ns/1ps
module data_proc (
    input clk,
    input rstn,
    input [1:0] mode,
    input [71:0] kernel,
    input [7:0] pixel_in,
    input valid_in,
    output ready_in,  
    output reg [7:0] pixel_out,
    output reg valid_out,
    input ready_out
);
reg [4:0]col_count, row_count;
assign ready_in = ready_out;
always @(posedge clk or negedge rstn) begin
    if (!rstn) begin
        col_count <= 0;
        row_count <= 0;
    end else if (valid_in && ready_in) begin
        if (col_count == 31) begin
            col_count <= 0;
            row_count <= (row_count == 31) ? 0 : row_count + 1;
        end else begin
            col_count <= col_count + 1;
        end
    end
end
reg [7:0] line_buffer_0 [0:31];
reg [7:0] line_buffer_1 [0:31];
reg [7:0] win [0:2][0:2];
always @(posedge clk) begin
    if (valid_in && ready_in) begin
        win[0][0] <= win[0][1]; win[0][1] <= win[0][2];
        win[1][0] <= win[1][1]; win[1][1] <= win[1][2];
        win[2][0] <= win[2][1]; win[2][1] <= win[2][2];
        win[0][2] <= line_buffer_1[col_count];  
        win[1][2] <= line_buffer_0[col_count];  
        win[2][2] <= pixel_in;                  
        line_buffer_1[col_count] <= line_buffer_0[col_count];
        line_buffer_0[col_count] <= pixel_in;
    end
end
wire [7:0] k[0:2][0:2];
assign k[0][0] = kernel[7:0];   assign k[0][1] = kernel[15:8];   assign k[0][2] = kernel[23:16];
assign k[1][0] = kernel[31:24]; assign k[1][1] = kernel[39:32];  assign k[1][2] = kernel[47:40];
assign k[2][0] = kernel[55:48]; assign k[2][1] = kernel[63:56];  assign k[2][2] = kernel[71:64];
reg [15:0] products [0:8];
always @(posedge clk) begin
    if (valid_in && ready_in) begin
        products[0] <= win[0][0] * k[0][0];
        products[1] <= win[0][1] * k[0][1];
        products[2] <= win[0][2] * k[0][2];
        products[3] <= win[1][0] * k[1][0];
        products[4] <= win[1][1] * k[1][1];
        products[5] <= win[1][2] * k[1][2];
        products[6] <= win[2][0] * k[2][0];
        products[7] <= win[2][1] * k[2][1];
        products[8] <= win[2][2] * k[2][2];
    end
end
reg [19:0] sum;  
always @(*) begin
    sum = products[0] + products[1] + products[2] + 
          products[3] + products[4] + products[5] + 
          products[6] + products[7] + products[8];
end
reg valid_pipe_1, valid_pipe_2; 
always @(posedge clk or negedge rstn) begin
    if (!rstn) begin
        {valid_pipe_2, valid_pipe_1} <= 2'b0;
    end else if (ready_out) begin
        valid_pipe_1 <= valid_in && ((row_count > 1) || (row_count == 2 && col_count >= 2));
        valid_pipe_2 <= valid_pipe_1;
    end
end
always @(posedge clk or negedge rstn) begin
    if (!rstn) begin
        pixel_out <= 8'h00;
        valid_out <= 1'b0;
    end else if (ready_out) begin  
        case (mode)
            2'b00: begin  
                pixel_out <= pixel_in;
                valid_out <= valid_in;
            end
            2'b01: begin  
                pixel_out <= ~pixel_in;
                valid_out <= valid_in;
            end
            2'b10: begin  
                if (sum > 20'd255) 
                    pixel_out <= 8'hFF;
                else 
                    pixel_out <= sum[7:0];
                valid_out <= valid_pipe_2; 
            end
            default: begin
                pixel_out <= 8'h00;
                valid_out <= 1'b0;
            end
        endcase
    end
end
reg frame_done;
always @(posedge clk or negedge rstn) begin
    if (!rstn) begin
        frame_done <= 1'b0;
    end else if (row_count == 31 && col_count == 31 && valid_in && ready_in) begin
        frame_done <= 1'b1;
    end else begin
        frame_done <= 1'b0;
    end
end
endmodule
`timescale 1ns/1ps
module data_producer #(
    parameter IMAGE_SIZE = 1024
)(
    input sensor_clk,
    input rst_n,
    input ready,
    output reg [7:0] pixel,
    output reg valid
);
    reg [7:0] image_mem [0:IMAGE_SIZE-1];
    reg [$clog2(IMAGE_SIZE):0] pixel_index;
    integer i, r, c;
    initial begin       
        $readmemh("D:/Verilog/iris_q2/image.hex", image_mem); 
    end
    always @(posedge sensor_clk or negedge rst_n) begin
        if (!rst_n) begin
            pixel_index <= 0;
            valid       <= 0;
            pixel       <= 8'h00;
        end else begin
            if (ready) begin
                pixel <= image_mem[pixel_index];
                valid <= 1'b1;
                if (pixel_index < IMAGE_SIZE-1)
                    pixel_index <= pixel_index + 1;
                else
                    pixel_index <= 0;
            end else begin
                valid <= 1'b0;
            end
        end
    end
endmodule
module data_top (
    input clk,              
    input sensor_clk,       
    input rstn,             
    input sensor_rstn,      
    input [1:0]  mode,
    input [71:0] kernel,
    output [7:0] pixel_out,
    output       valid_out,
    input        ready_out
);
    wire [7:0] prod_pixel;
    wire       prod_valid;
    wire       prod_ready;
    wire [7:0] fifo_pixel;
    wire       fifo_empty;
    wire       fifo_full;
    wire       proc_ready_in;
    data_producer #(
        .IMAGE_SIZE(1024)
    ) producer_inst (
        .sensor_clk(sensor_clk),
        .rst_n(sensor_rstn),
        .ready(prod_ready),     
        .pixel(prod_pixel),
        .valid(prod_valid)
    );
    async_fifo #(
        .DATA_WIDTH(8),
        .ADDR_WIDTH(6)
    ) fifo_inst (
        .wclk(sensor_clk),
        .wrst_n(sensor_rstn),
        .w_en(prod_valid),
        .wdata(prod_pixel),
        .full(fifo_full),       
        .rclk(clk),
        .rrst_n(rstn),
        .r_en(proc_ready_in && !fifo_empty),  
        .rdata(fifo_pixel),
        .empty(fifo_empty)
    );
    assign prod_ready = !fifo_full;
    data_proc processor_inst (
        .clk(clk),
        .rstn(rstn),
        .mode(mode),
        .kernel(kernel),
        .pixel_in(fifo_pixel),
        .valid_in(!fifo_empty),  
        .ready_in(proc_ready_in),
        .pixel_out(pixel_out),
        .valid_out(valid_out),
        .ready_out(ready_out)
    );
endmodule
==> design/flow/run.sh <==
#!/bin/bash
# OpenROAD 26Q1-2900-gdf79404cd8, Yosys 0.63+post, stock flow scripts
make -C /OpenROAD-flow-scripts/flow DESIGN_CONFIG=/design/flow/config.mk WORK_HOME=/design/flow/orfs finish
==> design/flow/config.mk <==
export PLATFORM = sky130hd
export DESIGN_NAME = data_top
export DESIGN_NICKNAME = data_top
export VERILOG_FILES = /design/flow/design.v
export SDC_FILE = /design/flow/constraint.sdc
export NUM_CORES = 4
export LEC_CHECK = 1
export CORE_UTILIZATION = 30
export SYNTH_HDL_FRONTEND = slang
export SYNTH_MEMORY_MAX_BITS = 65536
==> design/flow/constraint.sdc <==
current_design data_top

set clk_period 5.7
set clk_io_pct 0.2

create_clock -name clk0 -period $clk_period [get_ports {clk}]
create_clock -name clk1 -period $clk_period [get_ports {sensor_clk}]

set non_clock_inputs [all_inputs -no_clocks]
set_input_delay [expr $clk_period * $clk_io_pct] -clock clk0 $non_clock_inputs
set_output_delay [expr $clk_period * $clk_io_pct] -clock clk0 [all_outputs]
==> out/results.ini <==
[die]
fp.coreArea_mm2=0.00822
fp_util_pct=31.0
fp-row-count=33
ios=88
design.die.area_mm2=0.00887
die_height_um=94.2
fp.dieW_um=94.2

[logic_synthesis]
synth.largest_area_cell=dfrtp_1
ys_seq_share_pct=56.0
syn_area_per_cell_um2=13.3
synth-edff-count=0
syn_inst=192
yosysCellCount=192
syn_area_mm2=0.00255
ys_ff=57
ys_top_cells_by_count=57 x dfrtp_1, 23 x xnor2_1, 17 x ha_1, 9 x inv_1
topCellsByArea=dfrtp_1 56%, ha_1 8.3%, xnor2_1 7.9%
synth_top_cell_by_count=dfrtp_1
ys_warn_count=0
top_area_share_pct=56.0
async_reset_ff_share_pct=100
yosysChipArea_mm2=0.00255
synth_cell_types=40
synth_top_flop_cell=dfrtp_1

[clock_network]
post_cts_resized=0
cts_tree=done
clk_pin_slew_worst_paths_ps=70
cts_sinks=57
cts_setup_buffers=0
postCtsHoldBufs=0

[critical_path]
crit_path_end_kind=register
r2r_end=fifo_inst.rptr_bin[1]
regToRegStartpoint=fifo_inst.rptr_bin[0]
arrival_ps=2750
critPathKind=primary input to register
crit_required_ps=5870
worstSetupStartpointType=primary input
r2r_cells=5
path_max_fanout=16
r2r_slack_ps=3440

[sta]
tightest_slew_ps=548
fin_ws_ps=3130
slew_violations=0
setup_viol_count_final=0
rsz0062_at_grt=no
hold_violations=0
tns_ps=0
timing.max_slew.rel_slack_pct=63.3
clock-skew-final_ps=6.69

[placement]
gp_congestion=0.780
dp_hpwl_mm=2.70
io_buffers=14
place_ws_ps=2810

[power_and_ir_drop]
power.switching_uw=444
p_seq_share_pct=44.0
peakVddDrop_mv=0.239
clockPowerShare_pct=21.9
pwr-share-comb_pct=34.1
power_leakage_uw=0.00124
swShare_pct=32.4
p_per_area_mw_per_mm2=468
p_int_uw=924

[run]
cap_violations=0
tool_warnings=101

[route]
drtIter0Drc=42
num_vias=1437
drc=0
viasPerCell=4.56
wl_per_cell_um=12.5
detail-route-antenna-nets=0
antenna_cells=0
drt-pass1-iter-count=4
drt-total-wl_mm=3.93

[finish]
fillers=778
drive_gt1_share_pct=13.3
syn_to_final_growth_pct=14.8

[grt]
antenna_found_initial=0
grt-ovfl-total=0
grt_max_degree=36
grt_pass1_vias=1508
grt_pass1_wl_mm=6.92
grt_usage_pct=10.2

[run_status]
run_status=finished, final reports clean

[hold_path]
holdPathStages=0
whs_endpoint=fifo_inst.wptr_gray_sync2[3]
hp-class=register to register
holdCritStartpoint=fifo_inst.wptr_gray_sync1[3]

[cells by family (layout without fill, tap and decap cells)]
logic type	after synthesis	after routing	share of synthesized area, %
AOI/OAI and AO/OA	29	29	8.98
xor gates and xnor gates	28	28	10.8
adders and majority gates	17	17	8.35
buffers and inverters	19	37	3.83
DFF	57	57	56.0
muxes	9	9	4.22
and+or+nand+nor	33	33	7.90
[power groups by stage]
stage	logic [µW]	registers (µW)	clock network (µW)
finish	467	602	300
global route	526	619	329
CTS	477	603	313
[stage by stage]
step                instance area, µm²  total power, µW  hold WS [ps]  util [%]  cells
CTS                               2930             1390           349      35.6    315
global placement                  2770             1080           332      33.7    303
global route                      2930             1470           354      35.6    315
finish                            2930             1370           349      35.6    315
floorplan                         2550              960           331         -    192
detailed placement                2770             1080           335      33.7    303
[routing by layer]
| metal | track usage [%] | part of all wire (%) | wire [µm] |
|---|---|---|---|
| met4 | 1.67 | 1.2 | 47 |
| met2 | 16.1 | 46 | 1800 |
| met3 | 2.55 | 3.9 | 155 |
| met5 | 0 | 0 | 0 |
| met1 | 14.8 | 49 | 1930 |
[sequential cells by signal, indices dropped and copies added (netlist names)]
register and count:
fifo_inst.rptr_bin 7, fifo_inst.rptr_gray_sync1 7, fifo_inst.rptr_gray_sync2 7, fifo_inst.wptr_bin 7, fifo_inst.wptr_gray_sync1 7, fifo_inst.wptr_gray_sync2 7, processor_inst.col_count 5, processor_inst.pixel_out 1
processor_inst.row_count 5, processor_inst.valid_out 1, processor_inst.valid_pipe_1 1, processor_inst.valid_pipe_2 1, producer_inst.valid 1
[cell usage in the layout (no fill, tap or decap), types with 2 or more instances in the layout]
master,Yosys,layout
a21oi_4,2,2
and2_1,2,2
and3_1,4,4
and4_1,2,2
buf_4,7,2
clkbuf_8,0,11
clkdlybuf4s50_1,0,14
dfrtp_1,57,57
ha_1,17,17
inv_1,9,9
mux2_2,6,6
mux2_4,2,2
nand2_1,4,4
nand3_2,2,2
nand3b_1,3,3
nand4_1,2,2
nor2_1,6,6
nor4_1,2,2
o2111ai_1,4,4
o211ai_1,7,7
o21ai_0,6,6
o221ai_1,2,2
xnor2_1,23,23
xor2_1,3,3
[worst max-delay path by stage]
stage,slack [ps],start,endpoint
5_1_grt,3040,ready_out,processor_inst.row_count[4]
4_1_cts,3120,ready_out,processor_inst.row_count[4]
6_report,3130,ready_out,processor_inst.row_count[4]
[critical path, cell delays in order]
cell	delay [ps]
clkdlybuf4s50_1	810
nand2_1	200
a21oi_4	260
mux2_4	320
[cell type report]
class / instances / area (µm²) / area share, %
Inverter: 9 / 33.8 / 1.15
Tap cell: 105 / 131 / 4.49
Timing Repair Buffer: 16 / 155 / 5.30
Multi-Input combinational cell: 116 / 1020 / 35.0
Sequential cell: 57 / 1430 / 48.7
Clock buffer: 12 / 155 / 5.30
Power figures rest on the tool's default switching activity, not on a simulated workload.
